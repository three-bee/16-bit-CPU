==> /design/flow/config.mk <==
export PLATFORM = sky130hd
export DESIGN_NAME = controller
export DESIGN_NICKNAME = controller
export VERILOG_FILES = /design/flow/design.v
export SDC_FILE = /design/flow/constraint.sdc
export NUM_CORES = 4
export LEC_CHECK = 1
export CORE_AREA = 10 10 96 96
export DIE_AREA = 0 0 106 106
==> /design/flow/constraint.sdc <==
current_design controller

set clk_period 2.4
set clk_io_pct 0.2

create_clock -name clk0 -period $clk_period [get_ports {clk}]

set non_clock_inputs [all_inputs -no_clocks]
set_input_delay [expr $clk_period * $clk_io_pct] -clock clk0 $non_clock_inputs
set_output_delay [expr $clk_period * $clk_io_pct] -clock clk0 [all_outputs]
==> /design/flow/design.v <==
module controller(clk, rst, FLAGS, Instr, PCWrite, IRWrite, S, AdrSrc, MemWrite, RegSrc1, ExtenderShift, RegWrite, RegSrc0, ALUSrcA, ALUSrcB, ResultSrc, ALUControl, current_state, next_state);
	input clk, rst;
	input [3:0] FLAGS;
	input [15:0] Instr;
	output reg [4:0] current_state, next_state;
	output reg PCWrite, IRWrite, S, AdrSrc, MemWrite, RegSrc1, ExtenderShift, RegWrite;
	output reg [1:0] RegSrc0, ALUSrcA, ALUSrcB, ResultSrc;
	output reg [3:0] ALUControl;
	wire [1:0] OP, CMD_00, ImmSrc, B_type, B_flag;
	wire [2:0] CMD_01, Rd, Rn, Rm, rot, IMM_VAL_7;
	wire [4:0] imm5;
	wire [7:0] IMM_VAL_1;
	assign OP = Instr[15:14];
	assign CMD_00 = Instr[13:12];  
	assign CMD_01 = Instr[13:11];  
	assign Rd = Instr[10:8];
	assign Rn = Instr[7:5];
	assign Rm = Instr[2:0];
	assign rot = Instr[7:5];
	assign imm5 = Instr[4:0];
	assign B_type = Instr[13:12];
	assign B_flag = Instr[11:10];
	assign ImmSrc = Instr[15:14];
	assign IMM_VAL_7 = 7;
	assign IMM_VAL_1 = 1;
	parameter Fetch = 0;
	parameter Decode = 1;
	parameter MemAdr = 2;
	parameter MemRead = 3;
	parameter MemWB = 4;
	parameter MemW = 5;
	parameter ExecuteR = 6;
	parameter ExecuteI = 7;
	parameter ALUWB = 8;
	parameter Branch = 9;
	parameter BL = 10;
	parameter BI_MemAdr = 11;
	parameter BI_MemRead = 12;
	parameter BI_WritePC = 13;
	parameter BranchWithCondition = 14;
	initial
	begin
		current_state = Fetch;
		next_state = Fetch;
		S = 0;
	end
	always @(posedge clk)
	begin: STATE_MEMORY
		current_state <= next_state;
	end
	always @(current_state)
	begin: WRITE_CONTROLLER
		case (current_state)
			Fetch: begin
				IRWrite = 1;
				PCWrite = 1;
				MemWrite = 0;
				RegWrite = 0;
				S = 0;
			end
			Decode: begin
				IRWrite = 0;
				PCWrite = 1;
				MemWrite = 0;
				if (OP == 2'b11 && B_type == 2'b01)  
					RegWrite = 1;
				else
					RegWrite = 0;
				S = 0;
			end
			ExecuteR: begin
				IRWrite = 0;
				PCWrite = 0;
				MemWrite = 0;
				RegWrite = 0;
				S = 1;
			end
			ExecuteI: begin
				IRWrite = 0;
				PCWrite = 0;
				MemWrite = 0;
				RegWrite = 0;
				S = 1;
			end
			ALUWB: begin
				IRWrite = 0;
				PCWrite = 0;
				MemWrite = 0;
				RegWrite = 1;
				S = 0;
			end
			MemAdr: begin
				IRWrite = 0;
				PCWrite = 0;
				MemWrite = 0;
				RegWrite = 0;
				S = 0;
			end
			MemW: begin
				IRWrite = 0;
				PCWrite = 0;
				MemWrite = 1;
				RegWrite = 0;
				S = 0;
			end
			MemWB: begin
				IRWrite = 0;
				PCWrite = 0;
				MemWrite = 0;
				RegWrite = 1;
				S = 0;
			end
			Branch: begin
				IRWrite = 0;
				PCWrite = 1;
				MemWrite = 0;
				RegWrite = 0;
				S = 0;
			end
			BL: begin
				IRWrite = 0;
				PCWrite = 1;
				MemWrite = 0;
				RegWrite = 0;
				S = 0;
			end
			BI_WritePC: begin
				IRWrite = 0;
				PCWrite = 1;
				MemWrite = 0;
				RegWrite = 0;
				S = 0;
			end
			BranchWithCondition: begin
				IRWrite = 0;
				if (B_flag == 2'b00) begin  
					if (FLAGS[2] == 1)
						PCWrite = 1;
					else
						PCWrite = 0;
				end
				if (B_flag == 2'b01) begin  
					if (FLAGS[2] == 0)
						PCWrite = 1;
					else
						PCWrite = 0;
				end
				if (B_flag == 2'b10) begin  
					if (FLAGS[1] == 1)
						PCWrite = 1;
					else
						PCWrite = 0;
				end		
				if (B_flag == 2'b11) begin  
					if (FLAGS[1] == 0)
						PCWrite = 1;
					else
						PCWrite = 0;					
				end
				MemWrite = 0;
				RegWrite = 0;
				S = 0;
			end	
			default: begin
				IRWrite = 0;
				PCWrite = 0;
				MemWrite = 0;
				RegWrite = 0;
				S = 0;
			end
		endcase
	end
	always @(current_state)
	begin: OUTPUT_LOGIC
		case (current_state)
			Fetch: begin
				AdrSrc = 0;
				ALUSrcA = 2'b01; 
				ALUSrcB = 2'b10;  
				ALUControl = 4'b0000;  
				ResultSrc = 2'b10;
			end
			Decode: begin
				ALUSrcA = 2'b01; 
				ALUSrcB = 2'b10;  
				ALUControl = 4'b0000;  
				ResultSrc = 2'b10;
				case (OP)
					2'b00: begin  
						if (Instr[11] == 0) begin
							RegSrc0 = 0;  
							RegSrc1 = 0;  
							ExtenderShift = 0;
						end
						if (Instr[11] == 1) begin
							RegSrc0 = 2;  
							ExtenderShift = 1;
						end
					end
					2'b01: begin  
						if (CMD_01 == 3'b000 | CMD_01 == 3'b001 | CMD_01 == 3'b010) begin
							RegSrc0 = 0;  
							RegSrc1 = 0;  
							ExtenderShift = 0;
						end
						else begin
							RegSrc0 = 2;  
							ExtenderShift = 1;
						end
					end
					2'b10: begin  
						ExtenderShift = 0;
						RegSrc0 = 0;  
						RegSrc1 = 1;  
					end
					2'b11: begin  
						ExtenderShift = 0;
						if (B_type == 2'b01) begin
							RegSrc1 = 1;  
						end
					end
				endcase
			end
			ExecuteR: begin 
				ALUSrcA = 0;  
				ALUSrcB = 2'b00;  
				if (OP == 2'b00) begin  
					if (CMD_00 == 2'b00)
						ALUControl = 4'b0000;  
					if (CMD_00 == 2'b01)
						ALUControl = 4'b0001;  
					if (CMD_00 == 2'b10)
						ALUControl = 4'b0001;  
				end
				if (OP == 2'b01) begin  
					if (CMD_01 == 3'b000)  
						ALUControl = 4'b0100;
					if (CMD_01 == 3'b001)  
						ALUControl = 4'b0101;
					if (CMD_01 == 3'b010)  
						ALUControl = 4'b0110;
				end
			end
			ExecuteI: begin
				ALUSrcB = 2'b01;  
				if (OP == 2'b00) begin 
					if (CMD_00 == 2'b11) begin  
						ALUSrcA = 2'b10;  
						ALUControl = 4'b0000;  
					end
					else begin  
						ALUSrcA = 0;
						if (CMD_00 == 2'b00)
							ALUControl = 4'b0000;  
						if (CMD_00 == 2'b01)
							ALUControl = 4'b0001;  
						if (CMD_00 == 2'b10)
							ALUControl = 4'b0001;  
					end
				end
				if (OP == 2'b01) begin  
					ALUSrcA = 0;  
					if (CMD_01 == 3'b011)  
						ALUControl = 4'b1000;
					if (CMD_01 == 3'b100)  
						ALUControl = 4'b1001;
					if (CMD_01 == 3'b101)  
						ALUControl = 4'b1010;
					if (CMD_01 == 3'b110)  
						ALUControl = 4'b1011;
					if (CMD_01 == 3'b111)  
						ALUControl = 4'b1100;
				end
			end	
			ALUWB: begin
				ResultSrc = 2'b00;
			end
			MemAdr: begin
				if (Instr[12] == 0)  
					ALUSrcA = 2'b00;	 
				if (Instr[12] == 1)  
					ALUSrcA = 2'b10;	 
				ALUSrcB = 2'b01;
				ALUControl = 4'b0000;
			end
			MemRead: begin
				ResultSrc = 2'b00;
				AdrSrc = 1;
			end
			MemW: begin
				ResultSrc = 2'b00;
				AdrSrc = 1;
			end
			MemWB: begin
				ResultSrc = 2'b01;
			end
			Branch: begin
				ALUSrcA = 2'b10;  
				ALUSrcB = 2'b01;  
				ALUControl = 4'b0000;  
				ResultSrc = 2'b10;
			end
			BL: begin
				ALUSrcA = 2'b10;  
				ALUSrcB = 2'b01;  
				ALUControl = 4'b0000;  
				ResultSrc = 2'b10;
			end
			BI_MemAdr: begin
				ALUSrcA = 2'b10;	 
				ALUSrcB = 2'b01;
				ALUControl = 4'b0000;
			end
			BI_MemRead: begin
				ResultSrc = 2'b00;
				AdrSrc = 1;
			end
			BI_WritePC: begin
				ResultSrc = 2'b01;
			end
			BranchWithCondition: begin
				ALUSrcA = 2'b10;  
				ALUSrcB = 2'b01;  
				ALUControl = 4'b0000;  
				ResultSrc = 2'b10;
			end
		endcase
	end
	always @(current_state)
	begin: NEXT_STATE_LOGIC
		case (current_state)
			Fetch: begin
				next_state = Decode;
			end
			Decode: begin
				case (OP)
					2'b00: begin  
						if (Instr[11] == 0)
							next_state = ExecuteR;
						if (Instr[11] == 1)
							next_state = ExecuteI;
					end
					2'b01: begin  
						if (CMD_01 == 3'b000 | CMD_01 == 3'b001 | CMD_01 == 3'b010)
							next_state = ExecuteR;
						else
							next_state = ExecuteI;
					end
					2'b10: begin  
						next_state = MemAdr;
					end
					2'b11: begin  
						if (B_type == 2'b00)  
							next_state = Branch;
						if (B_type == 2'b01)  
							next_state = BL;
						if (B_type == 2'b10)  
							next_state = BI_MemAdr;
						if (B_type == 2'b11)  
							next_state = BranchWithCondition;
					end
				endcase
			end
			ExecuteR: begin
				if (OP == 2'b00 && CMD_00 == 2'b10)  
					next_state = Fetch;
				else
					next_state = ALUWB;
			end
			ExecuteI: begin
				if (OP == 2'b00 && CMD_00 == 2'b10)  
					next_state = Fetch;
				else
					next_state = ALUWB;
			end
			ALUWB: begin
				next_state = Fetch;
			end
			MemAdr: begin
				if (Instr[13] == 1)
					next_state = MemRead;
				if (Instr[13] == 0)
					next_state = MemW;
			end
			MemRead: begin
				next_state = MemWB;
			end
			MemW: begin
				next_state = Fetch;
			end
			MemWB: begin
				next_state = Fetch;
			end
			Branch: begin
				next_state = Fetch;
			end
			BL: begin
				next_state = Fetch;
			end
			BI_MemAdr: begin
				next_state = BI_MemRead;
			end
			BI_MemRead: begin
				next_state = BI_WritePC;
			end
			BI_WritePC: begin
				next_state = Fetch;
			end
			BranchWithCondition: begin
				next_state = Fetch;
			end
		endcase
	end	
endmodule
==> /design/flow/run.sh <==
#!/bin/bash
# OpenROAD 26Q1-2900-gdf79404cd8, Yosys 0.63+post, stock flow scripts
make -C /OpenROAD-flow-scripts/flow DESIGN_CONFIG=/design/flow/config.mk WORK_HOME=/design/flow/orfs finish
==> changes_impl.md <==
### Physical design

- Placed cell count: 314
- Placer Congestion: 0.9166
- Vias per inst: 4.418
- Place WS: -788.0 ps
- Worst rel slew slack: 65.98%
- Yosys chip area: 0.001341 mm2
- Via Count: 1,405
- Drt drc: 0
- CTS tree: yes
- Internal Dissipation: 226.5 uW
- Post-synth ARST share: 0%
- Endpoints left unconstrained: 41
- Run status: completed
- Worst path buffer plus inverter count: 2
- Worst-path clk slew: 30 ps
- Fmax achieved: 440.2 MHz
- Post-synth cell types: 54
- Drt first pass iters: 4
- Die H: 106 um
- Port Buffers: 35
- Setup TNS: 0 ps
- RSZ-0062 raised after global routing: no
- Worst slew pin tran: 502.4 ps
- Sequential power share: 24.1%
- Largest net degree at the start of global routing: 18
- # Cells Yosys: 180
- Mapped cell area: 0.001341 mm2
- Total GRT Usage: 6.841%
- GR Overflow Total: 0
- NetSw: 85.24 uW
- Worst EP arrival: 1790 ps
- Setup CP Type: in2out
- # hold bufs at CTS: 0
- Min cycle time layout: 2271 ps
- Vias in the first global route: 1,310
- Final core occ: 26.33%
- Die area: 0.01124 mm2
- CP cell instances: dlygate4sd2_1, ha_4, a311o_1, o211a_1, clkdlybuf4s50_1
- Switching Share: 27.34%
- Element type at the critical path end: output pin
- Routed Antenna Nets: 0
- Comb power frac: 31.2%
- Root Driver: clkbuf_8
- Dpl hpwl: 3.257 mm
- Global-route wire length before repair: 6.617 mm
- Syn Inst Count: 180
- Max Slew Vio Count: 0
- Setup bufs post-CTS: 0
- Synth flops: 23
- Most used logic cell in the final layout: clkdlybuf4s50_1
- Ys flop type: dlxtn_1
- Cell type with the largest total area: dlxtn_1
- Adder share: 9.328%
- Post-synth top area share: 21.27%
- Ys Warns: 17
- Pleak: 0.0007937 uW
- Top cells by area: dlxtn_1 (21%), ha_1 (9.3%), dfxtp_1 (6.0%)
- Clock Power Share: 44.7%
- DR WL/cell: 12.86 um
- Pwr Density: 164.1 mW/mm2
- Final WS setup: 128.5 ps
- Mux contribution to synthesized area: 0.7463%
- Mean Syn Cell Area: 7.452 um2
- Htree depth: 1
- Slowest stage cell on the critical path: clkdlybuf4s50_1
- Drt initial violations: 93
- Worst hold-check path type: reg2out
- P&R area growth vs syn: 41.60%
- Top delay family on crit path: buffers and inverters
- Top logic cells by instance count in the layout: clkdlybuf4s50_1 (27), dlxtn_1 (19), nand2_1 (16)
- Total CTS buffers: 3
- Simple share: 23.88%
- Maxcap violations: 0
- Critical path data required time: 1920 ps
- Post-synth EDFFs: 0
- Max IR drop VDD: 0.07851 mV
- Tool warnings: 46
- Final WL: 4.089 mm
- Worst Path Max Fanout: 2
- Layout cells sized above 1: 12.84%
- Comb area leader: AND-OR/OR-AND gates
- Core area: 0.007214 mm2
- Largest stage delay, worst path: 400 ps
- Critical Path Start Type: input pin
- Fin. Hold Viols: 0
- Core Util at FP: 18.59%
- CTS max path bufs: 2
- XOR/XNOR Area Share: 1.306%
- Ports: 52
- Area fraction in compound gates after synthesis: 27.71%
- # setup viols final: 0
- Die Width: 106 um
- Initial antenna violation count: 1
- Fin cells: 318
- Register pins left without a clock: 19
- Core Rows: 31
- Period utilization: 94.64%
## synth_stat cells (all sizes together) (2+ instances only)
cell type and number:
and2 2, or3 2, clkbuf 4, buf 11, o21ai 14, nor2 11, nor3 2, o311ai 2
a31oi 2, a21oi 13, dlxtn 19, o21a 2, nand3 6, o31ai 2, inv 12, ha 10
o22ai 3, dfxtp 4, and3 4, nand2b 3, or2 4, a22oi 2, nand2 16, o221ai 2
nor2b 6
## logic make-up after synthesis
group           Yosys count
xor+xnor                  2
flops                     4
other cells               1
buf+inv                  27
compound gates           55
latches                  19
fa+ha+maj                10
mux                       1
simple gates             61
## per-layer routing
metal | share of wire, % | global-route usage [%]
met1 | 46 | 9.692
met2 | 47 | 11.04
met3 | 7.5 | 1.223
met4 | 0.24 | 0.5803
met5 | 0 | 0
## metrics by stage
stage	power, uW	hold slack (ps)	cell area (um2)
2_1_floorplan	128.1	748.6	1353
3_3_place_gp	173.4	1333	1834
3_5_place_dp	173.1	1338	1834
4_1_cts	315.5	1570	1893
5_1_grt	328.7	1548	1899
6_report	311.8	1513	1899
## final timing paths
check	start	slack, ps	to	depth (start not counted)
worst max-delay path	Instr[12]	130	RegWrite	5
worst min-delay path	current_state[2]	1510	current_state[2]	1
## flip-flops by register name, summed over array words and instances (netlist names)
signal,count
ALUSrcB,2
RegSrc0,1
PCWrite,1
ResultSrc,2
next_state,4
RegSrc1,1
current_state,4
ALUControl,4
ALUSrcA,2
AdrSrc,1
ExtenderShift,1
## power by group through the flow
stage	clock [uW]	combinational, uW	sequential, uW
global route	145	108	75.4
finish	139	97.2	75.1
CTS	143	97.3	75.2
## layout make-up
| class | count | area, um2 |
|---|---|---|
| tap | 99 | 123.9 |
| clock buffer | 3 | 41.29 |
| inverter | 12 | 45.04 |
| multi-input combinational | 133 | 892.1 |
| antenna | 1 | 2.502 |
| sequential | 23 | 367.9 |
| fill | 793 | 5315 |
| timing repair buffer | 47 | 426.7 |
## what timing repair did
action / CTS / global route
setup endpoints to repair: 2 / 3
pin swaps: 4 / 3
gates resized: 21 / 2
Power is estimated from default activity; no workload was simulated.
