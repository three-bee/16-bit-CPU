### run.sh
#!/bin/bash
# OpenROAD 26Q1-2900-gdf79404cd8, Yosys 0.63+post, stock flow scripts
make -C /OpenROAD-flow-scripts/flow DESIGN_CONFIG=/design/flow/config.mk WORK_HOME=/design/flow/orfs finish
### config.mk
export PLATFORM = sky130hd
export DESIGN_NAME = mux_16x1
export DESIGN_NICKNAME = mux_16x1
export VERILOG_FILES = /design/flow/design.v
export SDC_FILE = /design/flow/constraint.sdc
export NUM_CORES = 4
export LEC_CHECK = 1
export CORE_AREA = 10 10 105 105
export DIE_AREA = 0 0 115 115
### constraint.sdc
current_design mux_16x1

set clk_period 2.3
set clk_io_pct 0.2

create_clock -name clk0 -period $clk_period

set non_clock_inputs [all_inputs -no_clocks]
set_input_delay [expr $clk_period * $clk_io_pct] -clock clk0 $non_clock_inputs
set_output_delay [expr $clk_period * $clk_io_pct] -clock clk0 [all_outputs]
### design.v
module const_val_gen #(parameter W=8)(in, out);
	input [W-1:0] in;
	output [W-1:0] out;
	assign out = in;
endmodule
module dec_2x4(inp, out);
	input [1:0] inp;
	output [3:0] out;
	assign out[3] = inp[1] & inp[0];
	assign out[2] = inp[1] & (~inp[0]);
	assign out[1] = (~inp[1]) & inp[0];
	assign out[0] = (~inp[1]) & (~inp[0]);
endmodule
module dec_3x8(inp, out);
	input [2:0] inp;
	output [7:0] out;
	assign out[7] = (inp[2]) & (inp[1]) & (inp[0]);
	assign out[6] = (inp[2]) & (inp[1]) & (~inp[0]);
	assign out[5] = (inp[2]) & (~inp[1]) & (inp[0]);
	assign out[4] = (inp[2]) & (~inp[1]) & (~inp[0]);
	assign out[3] = (~inp[2]) & (inp[1]) & (inp[0]);
	assign out[2] = (~inp[2]) & (inp[1]) & (~inp[0]);
	assign out[1] = (~inp[2]) & (~inp[1]) & (inp[0]);
	assign out[0] = (~inp[2]) & (~inp[1]) & (~inp[0]);
endmodule
module dec_4x16(inp, out);
	input [3:0] inp;
	output [15:0] out;
	assign out[15] = (inp[3]) & (inp[2]) & (inp[1]) & (inp[0]);
	assign out[14] = (inp[3]) & (inp[2]) & (inp[1]) & (~inp[0]);
	assign out[13] = (inp[3]) & (inp[2]) & (~inp[1]) & (inp[0]);
	assign out[12] = (inp[3]) & (inp[2]) & (~inp[1]) & (~inp[0]);
	assign out[11] = (inp[3]) & (~inp[2]) & (inp[1]) & (inp[0]);
	assign out[10] = (inp[3]) & (~inp[2]) & (inp[1]) & (~inp[0]);
	assign out[9] = (inp[3]) & (~inp[2]) & (~inp[1]) & (inp[0]);
	assign out[8] = (inp[3]) & (~inp[2]) & (~inp[1]) & (~inp[0]);
	assign out[7] = (~inp[3]) & (inp[2]) & (inp[1]) & (inp[0]);
	assign out[6] = (~inp[3]) & (inp[2]) & (inp[1]) & (~inp[0]);
	assign out[5] = (~inp[3]) & (inp[2]) & (~inp[1]) & (inp[0]);
	assign out[4] = (~inp[3]) & (inp[2]) & (~inp[1]) & (~inp[0]);
	assign out[3] = (~inp[3]) & (~inp[2]) & (inp[1]) & (inp[0]);
	assign out[2] = (~inp[3]) & (~inp[2]) & (inp[1]) & (~inp[0]);
	assign out[1] = (~inp[3]) & (~inp[2]) & (~inp[1]) & (inp[0]);
	assign out[0] = (~inp[3]) & (~inp[2]) & (~inp[1]) & (~inp[0]);
endmodule
module mux_2x1 #(parameter W=8)(in0, in1, sel, out);
	input [W-1:0] in0, in1;
	input sel;
	output reg [W-1:0] out;
	always @(in0, in1, sel)
		case(sel)
			1'b0: out = in0;
			1'b1: out = in1;
		endcase
endmodule
module mux_4x1 #(parameter W=8)(in0, in1, in2, in3, sel, out);
	input [W-1:0] in0, in1, in2, in3;
	input [1:0] sel;
	output reg [W-1:0] out;
	always @(in0, in1, in2, in3, sel)
		case(sel)
			2'b00: out = in0;
			2'b01: out = in1;
			2'b10: out = in2;
			2'b11: out = in3;
		endcase
endmodule
module mux_8x1 #(parameter W=8)(in0, in1, in2, in3, in4, in5, in6, in7, sel, out);
	input [W-1:0] in0, in1, in2, in3, in4, in5, in6, in7;
	input [2:0] sel;
	wire [W-1:0] middle_out0, middle_out1;
	output [W-1:0] out;
	mux_4x1 #(W) mux1 (in0, in1, in2, in3, sel[1:0], middle_out0);
	mux_4x1 #(W) mux2 (in4, in5, in6, in7, sel[1:0], middle_out1);
	mux_2x1 #(W) mux3 (middle_out0, middle_out1, sel[2], out);
endmodule
module mux_16x1 #(parameter W=8)(in0, in1, in2, in3, in4, in5, in6, in7, in8, in9, in10, in11, in12, in13, in14, in15, sel, out);
	input [W-1:0] in0, in1, in2, in3, in4, in5, in6, in7, in8, in9, in10, in11, in12, in13, in14, in15;
	input [3:0] sel;
	wire [W-1:0] middle_out0, middle_out1, middle_out2, middle_out3;
	output [W-1:0] out;
	mux_4x1 #(W) mux1 (in0, in1, in2, in3, sel[1:0], middle_out0);
	mux_4x1 #(W) mux2 (in4, in5, in6, in7, sel[1:0], middle_out1);
	mux_4x1 #(W) mux3 (in8, in9, in10, in11, sel[1:0], middle_out2);
	mux_4x1 #(W) mux4 (in12, in13, in14, in15, sel[1:0], middle_out3);
	mux_4x1 #(W) mux5 (middle_out0, middle_out1, middle_out2, middle_out3, sel[3:2], out);
endmodule
module alu #(parameter W=8)(A, B, out, control, N, Z, CO, OVF);
	input [W-1:0] A, B;
	input [2:0] control;
	output reg N,Z,CO,OVF;
	output reg [W-1:0] out;
	always @(A, B, control)
	begin
		case(control)
		3'b000:	begin
					{CO, out} = A + B;
					OVF = (A[W-1] ~^ B[W-1]) & (A[W-1] ^ out[W-1]);
					end
		3'b001:	begin
					{CO, out} = A - B;
					OVF = (A[W-1] ^ out[W-1]) & (A[W-1] ^ B[W-1]);
					end
		3'b010:	begin
					{CO, out} = B - A;
					OVF = (B[W-1] ^ out[W-1]) & (A[W-1] ^ B[W-1]);
					end
		3'b011:	begin
					out = A & (~B);
					CO = 0;
					OVF = 0;
					end
		3'b100:	begin
					out = A & B;
					CO = 0;
					OVF = 0;
					end
		3'b101:	begin
					out = A | B;
					CO = 0;
					OVF = 0;
					end
		3'b110:	begin
					out = A ^ B;
					CO = 0;
					OVF = 0;
					end
		3'b111:	begin
					out = A ~^ B;
					CO = 0;
					OVF = 0;
					end
		endcase
		N = out[W-1];
		Z = (out == 0);  
	end
endmodule
module reg_w_res #(parameter W=8) (clk, rst, inp, out);
	input clk, rst;
	input [W-1:0] inp;
	output reg [W-1:0] out;
	initial begin
		out <= 0;
	end
	always @(posedge clk)
	begin
		if (rst) begin
			out <= 0;
		end else begin
			out <= inp;
		end
	end
endmodule
module reg_w_rst_en #(parameter W=8) (clk, rst, en, inp, out);
	input clk, rst, en;
	input [W-1:0] inp;
	output reg [W-1:0] out;
	initial begin
		out = 0;
	end
	always @(posedge clk)
	begin
		if (en) begin
			if (rst) begin
				out <= 0;
			end else begin
				out <= inp;
			end
		end
	end
endmodule
module bit_32_reg_w_rst_en #(parameter D=8) (clk, rst, en, inp, out);
	input clk, rst, en;
	input [31:0] inp;
	output reg [31:0] out;
	initial begin
		out = D;
	end
	always @(posedge clk)
	begin
		if (en) begin
			if (rst) begin
				out <= 0;
			end else begin
				out <= inp;
			end
		end
	end
endmodule
module bit_8_reg_w_rst_en #(parameter D=0) (clk, rst, en, inp, out);
	input clk, rst, en;
	input [7:0] inp;
	output reg [7:0] out;
	initial begin
		out = D;
	end
	always @(posedge clk)
	begin
		if (en) begin
			if (rst) begin
				out <= 0;
			end else begin
				out <= inp;
			end
		end
	end
endmodule
module reg_w_shft #(parameter W=8) (clk, rst, parallel, shr, p_in, p_out, s_in_r, s_in_l, s_out_r, s_out_l);
	input clk, rst, parallel, s_in_l, s_in_r, shr;
	input [W-1:0] p_in;
	output s_out_l, s_out_r;
	output reg [W-1:0] p_out;
	assign s_out_l = p_out[W-1];
	assign s_out_r = p_out[0];
	always @(posedge clk)
	begin
		if (rst)
			p_out <= 0;
		else
			if (parallel)
				p_out <= p_in;
			else
				if (shr)
					p_out <= {s_in_l, p_out[W-1:1]};	
				else
					p_out <= {p_out[W-2:0], s_in_r};
	end
endmodule
module reg_file #(parameter W=8) (clk, rst, w_en, addr_in, s_out1, s_out2, data_in, data_out1, data_out2);
	input clk, rst, w_en;
	input [1:0] addr_in, s_out1, s_out2;
	input [W-1:0] data_in;
	output [W-1:0] data_out1, data_out2;
	wire [3:0] dec_out;
	wire [W-1:0] reg_out1, reg_out2, reg_out3, reg_out4;
	dec_2x4 DEC_ADDR(addr_in, dec_out);
	reg_w_rst_en #(W) R1(clk, rst, (dec_out[0] & w_en), data_in, reg_out1);
	reg_w_rst_en #(W) R2(clk, rst, (dec_out[1] & w_en), data_in, reg_out2);
	reg_w_rst_en #(W) R3(clk, rst, (dec_out[2] & w_en), data_in, reg_out3);
	reg_w_rst_en #(W) R4(clk, rst, (dec_out[3] & w_en), data_in, reg_out4);
	mux_4x1 #(W) MUX_OUT1(reg_out1, reg_out2, reg_out3, reg_out4, s_out1, data_out1);
	mux_4x1 #(W) MUX_OUT2(reg_out1, reg_out2, reg_out3, reg_out4, s_out2, data_out2);
endmodule
==> flow_summary.json <==
{
  "combPwrFrac_pct": 100.0,
  "cpLargestDelayFamily": "buffers and inverters",
  "nClkBuffers": 0,
  "synthCells": 71,
  "fin_crit_sh_pct": 99.09,
  "warning_count": 32,
  "crit_slowest_cell": "mux4_2",
  "wl_per_cell_um": 19.76,
  "die_w_um": 115,
  "syn-cell-area_um2": 1056,
  "cp_num_buf_inv": 2,
  "viasPerCell": 4.111,
  "design_area_um2": 2773,
  "initial_core_util_pct": 12.05,
  "seq_area_um2": 0,
  "area_leaders": "mux4_2 38%, mux4_1 35%, a22oi_1 11%",
  "synth.avg_cell_area_um2": 14.87,
  "ys_seq_share_pct": 0,
  "critical_path.max_fanout": 1,
  "ys_cells": 71,
  "area_growth_pct": 162.6,
  "hold_ws_ns": 1.527,
  "drc": 0,
  "power.switching_mw": 0.1237,
  "critPathCaptureType": "output pin",
  "place_area_um2": 2621,
  "grt_pass1_vias": 1630,
  "setup_viol": 0,
  "vias": 1369,
  "fin_crit_ns": 2.279,
  "drt-initial-drc-count": 25,
  "synth.distinct_cells": 12,
  "routabilityCongestion": 0.7512,
  "max_slew_margin_pct": 86.55,
  "grt_max_degree": 11,
  "chipArea_um2": 13230,
  "rows": 34,
  "cp.arrival_ns": 1.82,
  "yosys_area_um2": 1056,
  "fmax_mhz": 438.8,
  "die_h_um": 115,
  "core-area_um2": 8763,
  "criticalPathCategory": "in -> out",
  "dr.pass1.iters": 4,
  "drv_slew": 0,
  "final_cells": 333,
  "start_kind": "input port",
  "whs_path_depth": 5,
  "drive_above_1_share_pct": 30.63,
  "io_pins": 140,
  "numPlacedInstances": 322,
  "crit_chain": "clkdlybuf4s50_1 > mux4_2 > a22oi_1 > nand2_1 > dlygate4sd2_1",
  "p_int_mw": 0.3549,
  "p_total_mw": 0.4786,
  "cp.required_ns": 1.84,
  "hold_class": "in -> out",
  "top_cells_by_count": "18 x mux4_2, 16 x a22oi_1, 14 x mux4_1",
  "pwr-share-seq_pct": 0,
  "antenna_found_initial": 3,
  "p_per_area_nw_per_um2": 172.6,
  "run_status": "finished clean",
  "antenna_left": 0,
  "overflow": 0,
  "ys_warn_count": 1,
  "grt_pass1_wl_um": 9660,
  "ff_count": 0,
  "cellLeakagePower_nw": 1.116,
  "fill_cells": 914,
  "final.setup.tns_ns": 0,
  "dp_hpwl_um": 5667,
  "critPathMaxStageDelay_ns": 0.45,
  "critical_path_depth": 5,
  "vdd_drop_max_v": 0.00005926,
  "maxCapViolations": 0,
  "grt_usage_pct": 9.639,
  "power.share.switching_pct": 25.84,
  "drt-total-wl_um": 6579,
  "top_area_share_pct": 38.39,
  "synth.most_common_cell": "mux4_2",
  "p_clk_share_pct": 0,
  "numPortBuffers": 140,
  "synth_top_cell_by_area": "mux4_2",
  "worstMarginPinSlew_ns": 0.2017,
  "hold_viol": 0
}
==> per-stage QoR <==
stage          utilization [%]  setup slack [ns]
2_1_floorplan                -            0.3725
3_3_place_gp             29.91           -0.4410
3_5_place_dp             29.91           -0.4546
4_1_cts                  31.11          0.001142
5_1_grt                  31.58          -0.01382
6_report                 31.64           0.02092
==> power groups by stage <==
stage	logic (mW)	clock network, mW	registers, mW
after CTS	0.485	0	0
after global routing	0.513	0.0000000581	0
final	0.479	0.000000174	0
==> path summary, 6_finish.rpt <==
path	start	to	slack [ns]
max	in0[1]	out[1]	0.02
min	in7[3]	out[3]	1.53
==> cells in the final DEF (no fill, tap or decap) <==
master and n:
dlygate4sd2_1 11, and2b_4 1, mux4_2 29, buf_16 2, buf_4 14, clkdlybuf4s50_1 110, nor2_1 1, clkbuf_2 3
diode_2 3, and2_1 1, a22oi_1 4, a22oi_2 12, nor2b_1 1, mux4_1 3, buf_8 1, dlymetal6s2s_1 12
nand2_1 8, buf_12 3, clkdlybuf4s15_1 3, buf_6 3
==> kinds of logic (layout without fill, tap and decap cells) <==
group | after synthesis | in the layout | synth area share, %
AND/OR/NAND/NOR | 12 | 12 | 5.096
AND-OR/OR-AND | 16 | 16 | 11.37
multiplexers | 32 | 32 | 73.22
buffers and inverters | 11 | 162 | 10.31
other | 0 | 3 | 0
==> layout make-up <==
class,count,area [µm²],area share [%]
tap,108,135.1,4.874
timing repair buffer,162,1662,59.93
antenna,3,7.507,0.2708
multi-input combinational,60,968.4,34.93
==> repair_timing <==
action | in CTS | in global routing
pin swaps | 12 | 13
gates resized | 46 | 25
setup endpoints to repair | 8 | 8
hold buffers | 0 | 0
setup buffers | 6 | 0
cloned | 2 | 0
==> layer usage <==
layer	GRT usage, %	vias up	part of all wire [%]
met3	3.956	0	9.6
li1	-	643	-
met2	17.30	69	52
met5	0	-	0
met1	11.20	657	38
met4	0	0	0
Power is estimated from default activity; no workload was simulated.
